`design/flow/design.v`:
```
`default_nettype none
module DA_A (
        input  wire                                         clk,
        input  wire                                         reset_n,
        input  wire                                         enable_in,
        input  wire                                         CY,
        input  wire                                         AC,
        input  wire unsigned [7 : 0]                        ACC,
        output wire                                         c_flag,
        output wire unsigned [7 : 0]                        sum
);      
        logic   unsigned [8 : 0]                            sum_i;
        logic                                               enable_in_d1;
        always_ff @(posedge clk, negedge reset_n) begin
            if (!reset_n) begin
                enable_in_d1 <= 0;
            end else begin
                enable_in_d1 <= enable_in;
            end
        end
        always_ff @(posedge clk, negedge reset_n) begin
            if (!reset_n) begin
                sum_i <= 0;
            end else if (enable_in) begin
                if ((ACC[3:0] > 9) || (AC)) begin
                    sum_i <= ACC + 8'h6;
                end else begin
                    sum_i <= ACC;
                end
            end else if (enable_in_d1) begin    
                if ((sum_i [7 : 4] > 9) || (CY)) begin
                    sum_i [8 : 4] <= {1'b0, sum_i [7 : 4]} + 5'h6;
                end else begin
                    sum_i [8 : 4] <= {1'b0, sum_i [7 : 4]};
                end
            end
        end 
        assign sum = sum_i [7 : 0];
        assign c_flag = CY | sum_i [8];
endmodule : DA_A
`default_nettype wire
```
`design/flow/run.sh`:
```
#!/bin/bash
# OpenROAD 26Q1-2900-gdf79404cd8, Yosys 0.63+post, stock flow scripts
make -C /OpenROAD-flow-scripts/flow DESIGN_CONFIG=/design/flow/config.mk WORK_HOME=/design/flow/orfs finish
```
`design/flow/config.mk`:
```
export PLATFORM = sky130hd
export DESIGN_NAME = DA_A
export DESIGN_NICKNAME = DA_A
export VERILOG_FILES = /design/flow/design.v
export SDC_FILE = /design/flow/constraint.sdc
export NUM_CORES = 4
export LEC_CHECK = 1
export CORE_AREA = 10 10 72 72
export DIE_AREA = 0 0 82 82
```
`design/flow/constraint.sdc`:
```
current_design DA_A

set clk_period 1.4
set clk_io_pct 0.2

create_clock -name clk0 -period $clk_period [get_ports {clk}]

set non_clock_inputs [all_inputs -no_clocks]
set_input_delay [expr $clk_period * $clk_io_pct] -clock clk0 $non_clock_inputs
set_output_delay [expr $clk_period * $clk_io_pct] -clock clk0 [all_outputs]
```
==> impl_metrics.ini <==
; synthesis and place-and-route metrics
[hold_path]
worstHoldPathType = in -> async

[placement]
io_buffer_count = 21
gp_congestion = 0.759
dp.final_hpwl_um = 1390
place_worst_setup_slack_ps = -530

[floorplan]
io_pins = 22
dieHeight_um = 82
die-width_um = 82
coreArea_um2 = 3690
site_row_count = 22
floorplan.core_util_pct = 18.9
fp.dieArea_um2 = 6720

[power_and_ir_drop]
static-leakage-power_nw = 0.520
p_per_area_nw_per_um2 = 837
peakVddDrop_mv = 0.236

[worst_setup_path]
worstPathBufferInverterCount = 1
timing.critical_path.max_delay_family = buffers and inverters
worst-setup-path-type = reg -> out
startpoint_type = flop
critical_path_arrival_ps = 1070
timing.critical_path.to_type = output pin
crit_chain = clkdlybuf4s50_1
ff2ff_path_depth = 5
worst-endpoint-required_ps = 1120
crit_cells = 1
critical_path.max_stage_delay_ps = 460
path_max_fanout = 3
slowest_library_cell_on_the_worst_path = sky130_fd_sc_hd__clkdlybuf4s50_1

[logic_synthesis]
synth.yosys.seq_area_share_pct = 35.9
synthTopCellsByArea = sky130_fd_sc_hd__dfrtp_1 (36%), sky130_fd_sc_hd__buf_4 (9.7%), sky130_fd_sc_hd__o21ai_0 (5.0%)
ys_sh_mux_pct = 3.05
synth_stat.cells = 77
yosys.cell_count.top_type = sky130_fd_sc_hd__dfrtp_1
ys_warn_count = 1
ys_sh_simple_pct = 16.2
synth-async-reset-ratio_pct = 100
ys_area_um2 = 697
yosys_most_used_dff = sky130_fd_sc_hd__dfrtp_1
ys_ff = 10
yosys.area.top_type = sky130_fd_sc_hd__dfrtp_1
topCombFamilyByArea = AND-OR/OR-AND gates
top_cells_by_count = sky130_fd_sc_hd__dfrtp_1 (10), sky130_fd_sc_hd__buf_4 (9), sky130_fd_sc_hd__inv_1 (7), sky130_fd_sc_hd__o21ai_0 (7)
yosysTopAreaCellShare_pct = 35.9
synthesis.instances = 77
flip_flops_with_a_built_in_enable = 0
avgSynthCellArea_um2 = 9.05
synth_compound_gate_area_share_pct = 24.2
xor_area_share_pct = 2.51
synth_cell_type_count = 39
ys_sh_adder_pct = 3.59
syn_area_um2 = 697

[clock_network]
clk_path_buf_depth = 2
htree_num_levels = 1
cts.sinks = 10
tritoncts_clock_tree = done
path_clk_slew_ps = 40
postCtsHoldBufs = 0
insertion_delay_ps = 230
numCtsBuffers = 3
cts_root_buf = sky130_fd_sc_hd__clkbuf_8

[grt]
globalRoute.totalOverflow = 0
track_usage_pct = 5.75
maximum_number_of_pins_on_one_net_before_global_route_repair = 14
first_pass_grt_wire_length_um = 3240
grt_pass1_vias = 745
antenna_found_initial = 0

[detailed_routing]
antennaDiodeCount = 0
drt_wl_total_um = 1800
drc = 0
post_drt_wl_per_cell_um = 11.1
detailroute.via_count = 683
drtPass1Iterations = 3
first_iter_violations = 14
routed_via_density = 4.22
antenna_violation_net_count_after_detailed_routing = 0

[cells_and_area]
logic_area_um2 = 405
fillers = 381
post-route-util_pct = 32.1
area_delta_synth_final_pct = 69.7
final_layout_size_suffix_gt1_share_pct = 35.1
flop_area_um2 = 251

[timing]
slew_headroom_pct = 71.2
setup_slack_ps = 55.0
maxSlewViolCount = 0
max_clock_freq_mhz = 743
setup_repair_after_global_routing_missed_its_margin = no
min_period_over_period_pct = 96.1
fin_clk_skew_ps = 0.196
final_period_minus_worst_setup_slack_ps = 1350
worst_pin_slew_ps = 431
timing_hold_violations_final = 0
finalSetupViolCount = 0

[job]
stage_log_warnings = 25
maxCapViolations = 0

[outcome]
status = complete, no violations
-- cell type report --
class	count	share of cell area (%)
multi-input combinational	49	34.3
timing repair buffer	45	33.7
sequential	10	21.3
tap	48	5.08
clock buffer	3	3.49
inverter	7	2.22
-- per-layer routing --
metal  wire length (µm)  vias up  GRT usage [%]
met4                 43        0           1.36
li1                   -      350              -
met3                148        5           1.43
met2                726       20           8.46
met5                  0        -              0
met1                884      308           8.27
-- registers in the layout, summed over array words and instances, names as in the netlist --
register	flops
sum_i	9
enable_in_d1	1
-- per-stage QoR --
step	hold slack (ps)	instances	power, mW	setup TNS [ps]	area (µm²)
after floorplan	-15.6	77	0.485	0	697
after global placement	500	153	0.633	-1870	1030
after detailed placement	499	153	0.637	-1960	1030
after CTS	368	162	1.00	0	1180
after global routing	389	162	1.06	0	1180
final	356	162	0.989	0	1180
-- kinds of logic after synthesis --
kind of cell / Yosys count
buffers and inverters: 18
XOR/XNOR: 2
multiplexers: 2
AND/OR/NAND/NOR: 18
adder cells (fa/ha/maj): 2
flip-flops: 10
AND-OR/OR-AND: 25
-- final timing paths --
check	from	endpoint	slack, ps
max	sum_i[7]$_DFFE_PN0P_	sum[7]	50
min	reset_n	sum_i[0]$_DFFE_PN0P_	360
max reg2reg	sum_i[5]$_DFFE_PN0P_	sum_i[7]$_DFFE_PN0P_	90
max in group asynchronous	reset_n	sum_i[7]$_DFFE_PN0P_	720
min reg2reg	sum_i[0]$_DFFE_PN0P_	sum_i[0]$_DFFE_PN0P_	510
min in group clk0	sum_i[0]$_DFFE_PN0P_	sum_i[0]$_DFFE_PN0P_	510
-- power breakdown --
| group | leakage [nW] | internal, mW | switching (mW) |
|---|---|---|---|
| logic | 0.382 | 0.225 | 0.133 |
| registers | 0.117 | 0.324 | 0.0214 |
| clock network | 0.0216 | 0.187 | 0.0988 |
| total | 0.520 | 0.737 | 0.253 |
-- cell usage in the layout, fill, tap and decap left out, types with 2 or more instances in the layout --
master / count
sky130_fd_sc_hd__buf_6: 3
sky130_fd_sc_hd__buf_4: 21
sky130_fd_sc_hd__o21ai_0: 7
sky130_fd_sc_hd__dlygate4sd2_1: 5
sky130_fd_sc_hd__nor2_1: 3
sky130_fd_sc_hd__a31oi_1: 2
sky130_fd_sc_hd__a21o_1: 2
sky130_fd_sc_hd__inv_1: 7
sky130_fd_sc_hd__a21oi_1: 3
sky130_fd_sc_hd__clkbuf_8: 3
sky130_fd_sc_hd__ha_2: 2
sky130_fd_sc_hd__nand2_1: 2
sky130_fd_sc_hd__dfrtp_1: 9
sky130_fd_sc_hd__clkdlybuf4s50_1: 14
-- what timing repair did --
item / CTS / global route
endpoints found under the setup margin: 7 / 3
pin swaps: 5 / 5
resized: 20 / 2
setup buffers: 7 / 0
Power and IR drop assume default switching activity.
